==> ./constraint.sdc <==
current_design Pc

set clk_period 1.0
set clk_io_pct 0.2

create_clock -name clk0 -period $clk_period [get_ports {clk}]

set non_clock_inputs [all_inputs -no_clocks]
set_input_delay [expr $clk_period * $clk_io_pct] -clock clk0 $non_clock_inputs
set_output_delay [expr $clk_period * $clk_io_pct] -clock clk0 [all_outputs]
==> ./design.v <==
`timescale 1ns / 1ps
module Pc(
	input clk,
	input rst,
	input [31:0]  pc_inmux3,
	output [31:0] pc_outimem,
	output [31:0] pc_outnpc,
	output [31:0] pc_outmux5,
	output [3:0]  pc_outcombin,
	output [31:0] pc_outadd
	);
	reg [31:0] tpc_outimem;
	reg [31:0] tpc_outnpc;
	reg [31:0] tpc_outmux5;
	reg [3:0]  tpc_outcombin;
	reg [31:0] tpc_outadd;
	assign pc_outimem = tpc_outimem;
	assign pc_outnpc = tpc_outnpc;
	assign pc_outmux5 = tpc_outmux5;
	assign pc_outcombin = tpc_outcombin;
	assign pc_outadd = tpc_outadd;
	always @(posedge clk or posedge rst) begin
		if (rst == 1) begin
			tpc_outimem  = 32'b00000000000000000000000000000000;
			tpc_outnpc   = 32'b00000000000000000000000000000000;
			tpc_outmux5  = 32'b00000000000000000000000000000000;
			tpc_outcombin = 4'b0000;
			tpc_outadd = 32'b00000000000000000000000000000000;
		end
		else begin
			tpc_outimem = pc_inmux3;
			tpc_outnpc  = pc_inmux3;
			tpc_outmux5 = pc_inmux3;
			tpc_outcombin = {pc_inmux3[31:28]};
			tpc_outadd = pc_inmux3; 
		end
	end
endmodule
==> ./run.sh <==
#!/bin/bash
# OpenROAD 26Q1-2900-gdf79404cd8, Yosys 0.63+post, stock flow scripts
make -C /OpenROAD-flow-scripts/flow DESIGN_CONFIG=/design/flow/config.mk WORK_HOME=/design/flow/orfs finish
==> ./config.mk <==
export PLATFORM = sky130hd
export DESIGN_NAME = Pc
export DESIGN_NICKNAME = Pc
export VERILOG_FILES = /design/flow/design.v
export SDC_FILE = /design/flow/constraint.sdc
export NUM_CORES = 4
export LEC_CHECK = 1
export CORE_AREA = 10 10 106 106
export DIE_AREA = 0 0 116 116
==> flow_summary.json <==
{
  "remaining_drc_errors": 0,
  "tool_warnings": 27,
  "yosys_warnings": 1,
  "worstMarginPinSlew_ns": 0.1757,
  "regArea_um2": 800.8,
  "cts_max_path_buffers": 2,
  "design.portCount": 166,
  "utilization_pct": 28.04,
  "cts.sinks": 32,
  "cts_tree": "done",
  "synth-seq-cells": 32,
  "grt_pass1_vias": 1154,
  "mostFrequentLayoutCell": "buf_2",
  "first_pass_iters": 2,
  "cts_hold_buf": 0,
  "rows": 34,
  "synthCells": 133,
  "cp_data_required_time_ns": 0.80,
  "h-tree-depth": 2,
  "routed_via_density": 3.169,
  "fill_cells": 938,
  "ys_seq_share_pct": 51.49,
  "critical_path_class": "reg -> out",
  "chipHeight_um": 116,
  "stdcell_count": 332,
  "ys_types": 3,
  "routedWlPerCell_um": 15.35,
  "grt_max_degree": 17,
  "ir_worst_vdd_v": 0.0004633,
  "hp-class": "in -> async",
  "final_hold_viol_count": 0,
  "chipArea_mm2": 0.01346,
  "synth_area_mm2": 0.001555,
  "p_leak_nw": 1.269,
  "finalMaxSlewViolations": 0,
  "fin_crit_sh_pct": 111.7,
  "dpl.hpwl_um": 4298,
  "antenna_found_initial": 0,
  "die_w_um": 116,
  "ys_cells": 133,
  "p_per_area_mw_per_mm2": 1209,
  "dr.first_iter.drc_count": 12,
  "track_usage_pct": 6.858,
  "worstPathMaxFanout": 3,
  "post-route-min-period_ns": 1.117,
  "antenna_cells": 0,
  "cp-end-kind": "output pin",
  "dp_cells": 308,
  "rsz0062_at_grt": "yes",
  "synth.avg_cell_area_um2": 11.69,
  "io_buffers": 165,
  "setup_viol": 75,
  "yosys_area_mm2": 0.001555,
  "gp_congestion": 0.6632,
  "crit_arrival_ns": 0.92,
  "status": "finished with violations",
  "comb.multi_input.count": 0,
  "fp_util_pct": 17.58,
  "clk_pin_slew_ns": 0.06,
  "core-area_mm2": 0.008848,
  "maxCapViolCount": 0,
  "startpoint_type": "flip-flop",
  "grt_pass1_wl_um": 7141,
  "cts_made_buffers": 5,
  "layout_top_cells": "buf_2, buf_6, clkdlybuf4s50_1",
  "fin_setup_tns_ns": -4.171,
  "violations": "setup timing",
  "syn_to_final_growth_pct": 59.53,
  "holdWs_ns": 0.3068,
  "wirelength_um": 5097,
  "relSlewSlack_pct": 88.27,
  "max_freq_ghz": 0.8954,
  "vias": 1052,
  "setup_ws_ns": -0.1169,
  "logic_area_um2": 0,
  "ant_nets": 0,
  "drive_above_1_share_pct": 67.86,
  "overflow": 0,
  "cts_root_buffer": "clkbuf_8"
}
## registers in the layout (all words and copies together), names as in the netlist
name and flops:
tpc_outnpc 29, tpc_outcombin 3
## area by class of cell
class | count | share of cell area, %
Timing Repair Buffer | 183 | 58.50
Inverter | 1 | 0.1513
Tap cell | 108 | 5.446
Sequential cell | 32 | 32.27
Clock buffer | 8 | 3.631
## layer usage
metal	up-vias	track usage [%]	wire [µm]
li1	480	-	-
met1	484	6.978	1713
met2	86	11.95	2601
met3	2	4.553	760
met4	0	0.5838	21
met5	-	0	0
## how the worst max path moves through the flow
stage / slack, ns / from / end
after CTS: -0.14 / tpc_outnpc[4] / pc_outimem[4]
after global routing: -0.18 / tpc_outnpc[31] / pc_outnpc[31]
final: -0.12 / tpc_outnpc[11] / pc_outmux5[11]
## cell families after synthesis
logic type,Yosys count,share of synthesized area (%)
buffers and inverters,101,48.51
DFF,32,51.49
## worst max-delay path, stage by stage, from the launching register on
cell	delay, ns
dfrtp_1	0.41
buf_6	0.13
buf_6	0.10
## timing repair
item,CTS,global route
setup buffers,16,0
resized,438,2
endpoints found under the setup margin,132,132
## synthesized netlist by cell type
cell type	number	share of area [%]
buf_4	100	48
dfrtp_1	32	51
inv_1	1	0.24
## where the power goes
group          leakage, nW  total [mW]  internal, mW  switching, mW
Sequential           0.373        1.42          1.36         0.0544
Combinational        0.851       0.568         0.440          0.128
Clock               0.0455        1.02         0.561          0.455
## stage by stage
| step | power, mW | setup WS [ns] | cell area, µm² |
|---|---|---|---|
| after floorplan | 1.677 | 0.1092 | 1555 |
| after global placement | 2.116 | -0.1058 | 2631 |
| after detailed placement | 2.125 | -0.1089 | 2631 |
| after CTS | 3.111 | -0.1434 | 2471 |
| after global routing | 3.230 | -0.1776 | 2481 |
| final | 2.999 | -0.1169 | 2481 |
No activity file was given, so power comes from the tool's default toggle rates.
