`/design/flow/run.sh`:
```
#!/bin/bash
# OpenROAD 26Q1-2900-gdf79404cd8, Yosys 0.63+post, stock flow scripts
make -C /OpenROAD-flow-scripts/flow DESIGN_CONFIG=/design/flow/config.mk WORK_HOME=/design/flow/orfs finish
```
`/design/flow/constraint.sdc`:
```
current_design display8digit

set clk_period 5.9
set clk_io_pct 0.2

create_clock -name clk0 -period $clk_period [get_ports {clock}]

set non_clock_inputs [all_inputs -no_clocks]
set_input_delay [expr $clk_period * $clk_io_pct] -clock clk0 $non_clock_inputs
set_output_delay [expr $clk_period * $clk_io_pct] -clock clk0 [all_outputs]
```
`/design/flow/config.mk`:
```
export PLATFORM = sky130hd
export DESIGN_NAME = display8digit
export DESIGN_NICKNAME = display8digit
export VERILOG_FILES = /design/flow/design.v
export SDC_FILE = /design/flow/constraint.sdc
export NUM_CORES = 4
export LEC_CHECK = 1
export CORE_UTILIZATION = 30
```
`/design/flow/design.v`:
```
`timescale 1ns / 1ps
module display8digit(
    input wire [31:0] val,
    input wire clock,
    output wire [7:0] segments,
    output wire [7:0] digitselect
    );
	reg [31:0] counter = 0;
	wire [2:0] topthree;
	wire [3:0] value4bit;
	always @(posedge clock)
		counter <= counter + 1'b1;
	assign topthree[2:0] = counter[19:17];
	assign digitselect[7:0] = ~ (  topthree == 3'b000 ? 8'b00000001   
				     : topthree == 3'b001 ? 8'b00000010
				     : topthree == 3'b010 ? 8'b00000100
				     : topthree == 3'b011 ? 8'b00001000
				     : topthree == 3'b100 ? 8'b00010000
				     : topthree == 3'b101 ? 8'b00100000
				     : topthree == 3'b110 ? 8'b01000000
				     :                      8'b10000000 );
	assign value4bit   =   (  topthree == 3'b000 ? val[3:0]
                            : topthree == 3'b001 ? val[7:4]
                            : topthree == 3'b010 ? val[11:8]
                            : topthree == 3'b011 ? val[15:12]
                            : topthree == 3'b100 ? val[19:16]
                            : topthree == 3'b101 ? val[23:20]
                            : topthree == 3'b110 ? val[27:24]
                            : val[31:28] );
	hexto7seg myhexencoder(value4bit, segments);
endmodule
`timescale 1ns / 1ps
module hexto7seg(
    input[3:0] h,
    output[7:0] seg    
    );
    assign seg[0] = ~(h == 0|| h == 2|| h == 3|| h == 5|| h == 6|| h == 7|| h == 8|| h == 9|| h == 10||  h == 12|| h == 14|| h == 15);
    assign seg[1] = ~(h == 0|| h == 1|| h == 2|| h == 3|| h == 4|| h == 7|| h == 8|| h == 9|| h == 10|| h == 13);
    assign seg[2] = (h == 2 || h == 12 || h == 14 || h == 15);
    assign seg[3] = (h == 1|| h == 4|| h == 7|| h == 10|| h == 15);
    assign seg[4] = (h == 1 || h == 3 || h == 4|| h == 5|| h == 7|| h == 9);
    assign seg[5] = ~(h == 0|| h == 4|| h == 5|| h == 6|| h == 8|| h == 9|| h == 10|| h == 11|| h == 12|| h == 14|| h == 15);
    assign seg[6] = ~(h == 2|| h == 3|| h == 4|| h == 5|| h == 6|| h == 8|| h == 9|| h == 10|| h == 11|| h == 13|| h == 14|| h == 15);
    assign seg[7] = 1;
endmodule
```
==> results.sh <==
# flow metrics
export IMPL_synth_area_sq_mm=0.00133
export IMPL_syn_avg_cell_area_sq_um=9.63
export IMPL_met1_usage_pct=19.0
export IMPL_synth_flops=20
export IMPL_ys_area_sq_mm=0.00133
export IMPL_setup_viol=0
export IMPL_grt_met2_usage_pct=20.7
export IMPL_numPortBuffers=47
export IMPL_drv_slew=0
export IMPL_warnings=25
export IMPL_cp_common_cell="clkdlybuf4s50_1"
export IMPL_hold_class="flop to flop"
export IMPL_rsz0062_at_grt="false"
export IMPL_yosysTopAreaCell="dfxtp_1"
export IMPL_cts_resized=0
export IMPL_path_buffers=3
export IMPL_slowest_stage="or4b_4"
export IMPL_cts_hold_buf=0
export IMPL_routed_wl_mm=2.87
export IMPL_finalHoldViolations=0
export IMPL_worst_setup_path_end_kind="output port"
export IMPL_p_per_area_mw_per_mm2=168
export IMPL_async_flop_share_pct=0
export IMPL_fin_crit_sh_pct=85.1
export IMPL_ys_cells=138
export IMPL_drc_errors=0
export IMPL_grt_pass1_vias=1012
export IMPL_cts_htree_levels=1
export IMPL_postSynthSeqShare_pct=30.1
export IMPL_gr_max_usage_layer="met2"
export IMPL_grt_start_max_net_pins=23
export IMPL_peakVddDrop_v=0.000153
export IMPL_reg2reg_depth=5
export IMPL_min_delay_start="counter[0]"
export IMPL_drive_above_1_share_pct=12.0
export IMPL_regToRegSetupSlack_ns=4.17
export IMPL_status="complete, no violations"
export IMPL_yosysMostFrequentCell="dfxtp_1"
export IMPL_arrival_ns=3.84
export IMPL_grt_total_usage_pct=12.6
export IMPL_common_cells="dfxtp_1 (20), nand2_1 (15), xnor2_1 (15)"
export IMPL_antenna_left=0
export IMPL_power_leakage_nw=0.642
export IMPL_gp_congestion=0.842
export IMPL_hold_slack_ns=0.402
export IMPL_worstReg2RegEnd="counter[18]"
export IMPL_worst_pin_slew_ns=0.824
export IMPL_cts_buffers=3
export IMPL_crit_family="buffers and inverters"
export IMPL_firstDrtPassIters=4
export IMPL_largest_register_ffs=20
export IMPL_max_stage_delay_ns=0.53
export IMPL_grt_overflow_total=0
export IMPL_fp_row_count=23
export IMPL_edf_count=0
export IMPL_layout_min_cycle_time_ns=5.02
export IMPL_power_uw=318
export IMPL_core_area_sq_mm=0.00412
export IMPL_cts_root_buf="clkbuf_8"
export IMPL_synth_top_area_share_pct=30.1
export IMPL_drv_cap=0
export IMPL_drt_wirelength_per_cell_um=12.3
export IMPL_criticalPathCategory="primary input to output port"
export IMPL_reg_top3="counter (20)"
export IMPL_ys_warnings_count=1
export IMPL_setup_worst_path_start_class="primary input"
export IMPL_cp_max_fo=11
export IMPL_initial_utilization_pct=32.3
export IMPL_hpwl_mm=2.22
export IMPL_slew_headroom_pct=45.0
export IMPL_max_freq_ghz=0.199
export IMPL_clockBufferDepth=2
export IMPL_cts_setup_buffers=0
export IMPL_hold_depth=1
export IMPL_finClkSkew_ns=0.00283
export IMPL_synthFlopType="dfxtp_1"
export IMPL_syn_inst=138
export IMPL_finalSetupTns_ns=0
export IMPL_reg2reg_from="counter[0]"
export IMPL_io_pins=49
export IMPL_syn_to_final_growth_pct=42.2
export IMPL_die_w_um=68.6
export IMPL_die_area_sq_mm=0.00470
export IMPL_largest_register="counter"
export IMPL_grt_pass1_wl_mm=4.43
export IMPL_routed_via_density=4.86
export IMPL_clock_latency_late_pin_ns=0.25
export IMPL_holdPathEnd="counter[0]"
export IMPL_chipHeight_um=68.6
export IMPL_cts_sinks=20
export IMPL_ys_top_cells_by_area="dfxtp_1 (30%), xnor2_1 (9.9%), mux4_2 (6.8%), nand2_1 (4.2%), mux4_1 (4.0%)"
export IMPL_path_clk_slew_ns=0.07
export IMPL_antenna_found_initial=0
export IMPL_cts_tree="done"
export IMPL_use_met3_pct=0.833
export IMPL_drt_first_iter_violations=44
export IMPL_worstPathRequired_ns=4.72
export IMPL_ys_types=49
export IMPL_vias=1132
export IMPL_crit_chain="clkdlybuf4s50_1, a21boi_0, nor4_1, a211o_1, a22oi_1, buf_4, or4b_4, o211ai_2, clkdlybuf4s50_1"
export IMPL_antennaDiodeCount=0
-- power by group --
group / internal, mW / total [mW] / switching (mW)
logic: 0.0354 / 0.0494 / 0.0140
registers: 0.135 / 0.135 / 0
clock network: 0.0905 / 0.133 / 0.0428
total: 0.261 / 0.318 / 0.0568
-- kinds of logic after synthesis --
group                    share of synthesized area, %
XOR/XNOR                                         13.7
adder cells (fa/ha/maj)                         0.941
AND/OR/NAND/NOR                                  24.6
flip-flops                                       30.1
other                                           0.282
multiplexers                                     16.7
AND-OR/OR-AND                                    8.10
buffers and inverters                            5.56
-- layout make-up --
cell class	instances	area, sq um
repair buffers	50	493
clock buffers	3	41.3
flip-flops and latches	20	400
well taps	50	62.6
fillers	379	2230
inverters	2	7.51
multi-input cells	107	855
clock inverters	1	30.0
-- per-layer routing --
metal  up-vias  wire (um)
li1        586          -
met5         -          0
met1       512       1370
met4         0         26
met2        30       1340
met3         4        137
-- metrics by stage --
step	cell area [sq um]	cells	util, %	setup slack [ns]
floorplan	1330	138	-	2.18
global placement	1820	229	44.2	0.968
detailed placement	1820	229	44.2	0.859
CTS	1890	233	45.9	0.858
global route	1890	233	45.9	0.621
finish	1890	233	45.9	0.879
-- worst max-delay path by stage --
stage	startpoint	end	slack, ns	depth (start not counted)
6_report	val[30]	segments[0]	0.88	9
5_1_grt	val[30]	segments[5]	0.62	9
4_1_cts	val[30]	segments[0]	0.86	9
-- cell usage in the layout, fill, tap and decap left out, drive strengths merged, types with 3 or more instances in the layout --
cell / n
clkdlybuf4s50: 47
buf: 3
nand3: 10
nand2: 15
nor3: 4
xor2: 5
dfxtp: 20
nor2: 9
mux4: 6
xnor2: 15
clkbuf: 3
nor2b: 4
mux2i: 4
Power and IR drop assume default switching activity.
